File: ./run.sh
#!/bin/bash
# OpenROAD 26Q1-2900-gdf79404cd8, Yosys 0.63+post, stock flow scripts
make -C /OpenROAD-flow-scripts/flow DESIGN_CONFIG=/design/flow/config.mk WORK_HOME=/design/flow/orfs finish
File: ./config.mk
export PLATFORM = sky130hd
export DESIGN_NAME = seven_segment_out
export DESIGN_NICKNAME = seven_segment_out
export VERILOG_FILES = /design/flow/design.v
export SDC_FILE = /design/flow/constraint.sdc
export NUM_CORES = 4
export LEC_CHECK = 1
export CORE_AREA = 10 10 91 91
export DIE_AREA = 0 0 101 101
File: ./constraint.sdc
current_design seven_segment_out

set clk_period 4.4
set clk_io_pct 0.2

create_clock -name clk0 -period $clk_period [get_ports {clk}]

set non_clock_inputs [all_inputs -no_clocks]
set_input_delay [expr $clk_period * $clk_io_pct] -clock clk0 $non_clock_inputs
set_output_delay [expr $clk_period * $clk_io_pct] -clock clk0 [all_outputs]
File: ./design.v
`timescale 1ns / 1ps
module seven_segment_out #(
    parameter clkdiv_ratio = 100
) (
    input clk,
    input rst,
    input[15:0] inp,
    output[3:0] sel,
    output[7:0] data         
);
    reg[$clog2(clkdiv_ratio):0] div_count = 0;   
    reg[1:0] count                        = 0;   
    wire[7:0] digits[3:0];
    assign data = ~(digits[count]);
    reg[3:0] sel;
    always @(*) begin
        case(count)
            0:      sel <= 4'b1110;
            1:      sel <= 4'b1101;
            2:      sel <= 4'b1011;
            3:      sel <= 4'b0111;
            default:sel <= 4'b0000;
        endcase
    end
    always @(posedge clk) begin
        if(rst) begin
            div_count   <= 0;
            count       <= 0;
        end else if(div_count == clkdiv_ratio) begin
            div_count   <= 0;
            count       <= count + 1;
        end else begin
            div_count   <= div_count + 1;
            count       <= count;
        end
    end
    reg[7:0] disp_lut[15:0];
    initial begin
        disp_lut[0]  = 8'h3F;
        disp_lut[1]  = 8'h06;
        disp_lut[2]  = 8'h5B;
        disp_lut[3]  = 8'h4F;
        disp_lut[4]  = 8'h66;
        disp_lut[5]  = 8'h6D;
        disp_lut[6]  = 8'h7D;
        disp_lut[7]  = 8'h07;
        disp_lut[8]  = 8'h7F;
        disp_lut[9]  = 8'h67;
        disp_lut[10] = 8'h77;
        disp_lut[11] = 8'h7C;
        disp_lut[12] = 8'h39;
        disp_lut[13] = 8'h5E;
        disp_lut[14] = 8'h79;
        disp_lut[15] = 8'h71;
    end
    assign digits[0] = disp_lut[inp[3:0]];
    assign digits[1] = disp_lut[inp[7:4]];
    assign digits[2] = disp_lut[inp[11:8]];
    assign digits[3] = disp_lut[inp[15:12]];
endmodule
==> results_slide.txt <==
Physical Implementation Snapshot

Global route
  • Largest net degree at the start of global routing: 13
  • Grt ovf: 0
  • Global-route wire length before repair: 4022 µm
  • Antenna violations before repair: 0
  • Vias in the first global route: between 800 and 900
  • Total track usage: 0.04617

Route
  • DR DRC count: 0
  • Via Count: about 800
  • Routed Antenna Nets: 0
  • Vias per cell: 3.710
  • Drt pass-1 iters: 4
  • Wire per inst: around 11 µm
  • Detailed Route WL: 2342 µm
  • Diodes inserted: 0
  • Initial DRC Count: 27

Logic synthesis
  • Synth cell types: 34
  • Area leader, netlist: dfxtp_1
  • Mapped Area: 954.7 µm²
  • YS chip area: about 950 µm²
  • Cell area leaders: dfxtp_1 21%, ha_1 20%, mux2i_1 10%
  • Synthesized registers: 10
  • Post-synth seq share: 0.2097
  • Mean Syn Cell Area: roughly 8.6 µm²
  • Max-area cell share: 0.2097
  • Commonest flop: dfxtp_1
  • Yosys warns: 1
  • EDFF count, synth: 0
  • Post-synth ARST share: 0
  • Gate Count Post-Synth: ~110
  • Top cells by count: 15 x ha_1, 15 x inv_1, 13 x nor2_1
  • # Cells Yosys: 111

Status
  • Outcome: finished, final reports clean

Place
  • GPL Wtd Cong: 0.8556
  • Post-DP HPWL: ~1900 µm
  • Input/output buffers: 28

Clock tree
  • Buffer count from post-CTS setup fixing: 0
  • Clock Path Buffers: 2
  • CTS Buf Count: 3
  • Clk slew on worst S/H paths: 0.04 ns
  • Hold Buf Count CTS: 0
  • Root Buffer: clkbuf_8
  • Clk sinks: 10
  • Latency at later pin: 0.23 ns
  • TritonCTS clock tree: yes
  • Post_cts resized: 0
  • # H-tree levels: 1

Setup path
  • Setup Crit Path Kind: in -> out
  • Worst Path Required: about 3.5 ns
  • R2R depth: 6
  • Worst setup path startpoint: inp[0]
  • Crit start category: input port
  • R2R Path End: div_count[6]$_SDFF_PP0_
  • Crit path DAT: 3.08 ns
  • CP Capture Type: output pin
  • Critical-path maximum fanout: 4
  • Reg2reg start: div_count[0]$_SDFF_PP0_
  • FF-to-FF setup slack: 2.77 ns

Power and ir drop
  • Pint: 212.3 µW
  • Leak: between 0.0005 and 0.0006 µW
  • Flop pwr share: 0.352
  • Clk network pwr share: 0.413
  • Worst VDD drop: 0.2646 mV
  • Power Density: 199.4 mW/mm²
  • Switching share of power: 0.2210
  • Net Switching: 60.20 µW
  • Logic pwr share: 0.235

Final timing
  • Unrepaired setup endpoints after global routing: false
  • Final Hold Fails: 0
  • Slew Viols, Final: 0
  • Total Neg Setup Slack: 0 ns
  • Max transition margin: 0.5429
  • Clock Skew: 0.004880 ns
  • Final setup fails: 0
  • Fin crit share: 0.9007
  • Fmax: 252.3 MHz
  • Measured slew at the worst slew-check pin: ~0.68 ns
  • Minimum clock period: 3.963 ns

Min path
  • Min-delay src: div_count[0]$_SDFF_PP0_
  • Worst Hold Path Cells: 1
  • Hold endpoint: div_count[0]$_SDFF_PP0_
  • Hold crit path type: reg -> reg

Die
  • Starting Density: 0.1503
  • Die Wd: 101 µm
  • Core area: around 0.0063 mm²
  • Vert. Die Dim: around 100 µm
  • Ports: 30
  • Row count: 29
  • Chip area: roughly 0.010 mm²

Final layout
  • Area growth, synth to finish: 43.12%
  • Fin util: 0.2152
  • Layout cells sized above 1: 0.08571

Flow run
  • Maxcap violations: 0
  • OpenROAD warnings: 37
## power groups by stage
stage	registers, µW	clock network [µW]	logic, µW
CTS	95.9	116	64.8
global route	96.4	123	71.6
finish	95.9	113	64.0
## placed cells by master, fill, tap and decap left out, drive strengths merged, types with 2 or more instances in the layout
cell / n
nand3: 3
clkbuf: 4
buf: 2
xnor2: 6
xor2: 2
nor3b: 3
mux2i: 10
a221oi: 2
a221o: 2
clkdlybuf4s50: 28
inv: 15
or2: 2
nor2: 14
ha: 15
o22ai: 3
nand2: 5
dfxtp: 10
## worst max-delay path by stage
stage,to,cells after the start
CTS,data[3],8
global route,data[3],8
finish,data[3],8
## cell families (layout without fill, tap and decap cells)
| kind of cell | Yosys count | count (layout) | share of synthesized area |
|---|---|---|---|
| mux | 11 | 11 | 0.1166 |
| simple gates | 32 | 32 | 0.1625 |
| fa+ha+maj | 15 | 15 | 0.1966 |
| other cells | 1 | 1 | 0.003928 |
| xor+xnor | 8 | 8 | 0.07340 |
| buf+inv | 20 | 49 | 0.09567 |
| compound gates | 14 | 14 | 0.1416 |
| flops | 10 | 10 | 0.2097 |
## critical path: stages
cell and delay (ns):
clkdlybuf4s50_1 0.46, mux2i_1 0.06, a221oi_1 0.33, inv_1 0.14
ha_1 0.38, mux2i_1 0.22, o211a_1 0.15, clkdlybuf4s50_1 0.45
## flip-flops by register name (all words and copies together) (netlist names)
signal     cells
div_count      8
count          2
## metrics by stage
step | setup WS, ns | area (µm²) | hold WS (ns) | power [µW] | instances
2_1_floorplan | 1.314 | 954.7 | 0.4411 | 128.2 | 111
3_3_place_gp | 0.4298 | 1311 | 0.4600 | 162.3 | 213
3_5_place_dp | 0.4528 | 1311 | 0.4689 | 161.9 | 213
4_1_cts | 0.4299 | 1366 | 0.4798 | 276.5 | 217
5_1_grt | 0.2370 | 1366 | 0.5309 | 290.9 | 217
6_report | 0.4371 | 1366 | 0.4724 | 272.5 | 217
## area by class of cell
type                            instances  area, µm²
Fill cell                             689       4984
Multi-Input combinational cell         81      663.1
Timing Repair Buffer                   30      295.3
Sequential cell                        10      200.2
Tap cell                               77      96.34
Inverter                               15      56.30
Clock buffer                            4      55.05
## routing by layer
metal	vias up	share of wire	global-route usage
met5	-	0	0
met4	0	0	0.001072
met3	0	0.089	0.01871
met2	22	0.43	0.07273
met1	355	0.48	0.06139
li1	428	-	-
Power and IR drop assume default switching activity.
