**design/flow/design.v**
```verilog
module regfile #(
    parameter REG_ADDR_WIDTH    = 5,
    parameter REG_WIDTH         = 32,
    parameter REGFILE_DEPTH     = 32
) (
    input clk,
    input rstn,                  
    input[REG_ADDR_WIDTH-1:0] 
        rs1_addr,
        rs2_addr,
        rd_addr,
    output[REG_WIDTH-1:0]        
        rs1_out,
        rs2_out,
    input[REG_WIDTH-1:0]    
        rd_inp,
    input write_en               
);
    reg[REG_WIDTH-1:0]      memory[REGFILE_DEPTH-1:1];
    integer i;
    initial begin
        for(i = 1; i < REGFILE_DEPTH; i = i + 1)
            memory[i]   = 0;
    end
    assign rs1_out = (rs1_addr == 0) ? 0 : memory[rs1_addr];
    assign rs2_out = (rs2_addr == 0) ? 0 : memory[rs2_addr];
    always @(posedge clk) begin
        if(~rstn) begin
            for(i = 1; i < REGFILE_DEPTH; i = i + 1)
                memory[i]           <= 0;
        end else begin 
            if(write_en)
                if(rd_addr != 0)
                    memory[rd_addr]     <= rd_inp;
        end 
    end
endmodule
```
**design/flow/run.sh**
```bash
#!/bin/bash
# OpenROAD 26Q1-2900-gdf79404cd8, Yosys 0.63+post, stock flow scripts
make -C /OpenROAD-flow-scripts/flow DESIGN_CONFIG=/design/flow/config.mk WORK_HOME=/design/flow/orfs finish
```
**design/flow/config.mk**
```make
export PLATFORM = sky130hd
export DESIGN_NAME = regfile
export DESIGN_NICKNAME = regfile
export VERILOG_FILES = /design/flow/design.v
export SDC_FILE = /design/flow/constraint.sdc
export NUM_CORES = 4
export LEC_CHECK = 1
export CORE_UTILIZATION = 40
```
**design/flow/constraint.sdc**
```tcl
current_design regfile

set clk_period 31.2
set clk_io_pct 0.2

create_clock -name clk0 -period $clk_period [get_ports {clk}]

set non_clock_inputs [all_inputs -no_clocks]
set_input_delay [expr $clk_period * $clk_io_pct] -clock clk0 $non_clock_inputs
set_output_delay [expr $clk_period * $clk_io_pct] -clock clk0 [all_outputs]
```
==> summary.txt <==
Cell count after synthesis - 3507
Initial DRT Pass Iterations - 7
PD cells - 54.16 nW/um2
Die height - 370.2 um
Initial DRC count - 2250
Cell area leaders - edfxtp_1 57%, mux4_2 20%, and2_1 11%
Commonest Layout Cell - edfxtp_1
Critical path class - in2out
Logic pwr share - 12.3%
Final Instance Count excl. Fillers - 5397
Final setup fails - 0
Pleak - 20.64 nW
Initial antenna violation count - 8
Slew HR - 29.13%
Largest net degree at the start of global routing - 79
Horiz. Die Dim - 370.2 um
Run status - finished clean
CTS Root Cell - clkbuf_16
Routed Antenna Nets - 0
IO Port Bufs - 113
Vias in the first global route - 35.14k
CTS max path bufs - 3
WL per Instance - 33.55 um
Yosys stat chip area - 54220 um2
Worst endpoint required time - 24960 ps
Switch share - 24.71%
Num CTS Buffers - 107
Yosys Instances - 3507
Final period util - 54.44%
Total Neg Setup Slack - 0 ps
Area of the core - 134000 um2
Hold Vio Cnt, Final - 0
Internal Power - 0.002492 W
First-pass GRT wire length - 256.4 mm
Biggest register - memory
WHS Endpoint - memory[2][22]$_SDFFCE_PN0P_
Reg power frac - 49.2%
CTS resizes - 0
Min Tclk post-route - 16990 ps
Most frequent cells in the layout - 1024 x edfxtp_1, 995 x and2_1, 470 x mux4_2
Largest area contributor in the synthesized netlist - edfxtp_1
Placed Area - 57680 um2
DP HPWL - 103.8 mm
Yosys cell types - 41
# fillers - 11.40k
Top_reg_cell synth - edfxtp_1
Critical Path End Type - output port
Critical Path Source Type - input pin
Max-area cell share - 56.72%
Yosys warnings - 1
Register bit count reported by yosys - 1024
Hold-fix buffers at CTS - 0
Total congestion overflow - 0
Max frequency - 58.88 MHz
Slew Viols, Final - 0
Number of vias per cell - 6.062
RSZ-0062 raised after global routing - no
Crit path DAT - 10740 ps
Drt total wl - 181.1 mm
IO Count - 114
Flip-flops with a built-in enable - 1024
H-tree Lvls - 3
Largest regs - memory: 1024 flops
Tool warnings - 26
Maxcap violations - 0
Sw Pwr - 0.0008175 W
CTS sink count - 1024
Initial Utilization - 40.47%
Share of cells above drive strength 1 - 24.78%
Min-delay src - rstn
Total via count in the routed design - 32.72k
Fraction of registers with async set/reset - 0%
Maximum VDD drop - 0.00004916 V
Chip Area - 137000 um2
Placed Cells - 5195
Worst-margin pin slew - 1062 ps
P&R area growth vs syn - 12.70%
Syn_area_per_cell - 15.46 um2
Mapped Area - 54220 um2
CTS tree - done
GPL Wtd Cong - 0.9168
Post-CTS Setup Repair Bufs - 0
Clock slew at reported path FFs - 60 ps
Crit Path Max Fanout - 46
Post-synthesis sequential area ratio - 56.72%
Clk pwr share - 38.5%
Largest register FFs - 1024
Total GRT Usage - 29.10%
Type of the worst min-delay path - in2reg
Std-Cell Rows - 134
DRC violations left - 0
Post-route cell area - 61100 um2
Worst hold path depth - 2
[how the worst max path moves through the flow]
stage                from     endpoint  depth (start not counted)
CTS           rs1_addr[1]  rs1_out[29]                          9
global route  rs1_addr[1]  rs1_out[19]                          9
finish        rs1_addr[1]  rs1_out[29]                          9
[routing by layer]
layer / track usage, % / up-vias / share of wire, %
met1: 34.77 / 16150 / 33
met4: 10.70 / 18 / 4.9
met3: 21.96 / 449 / 17
met5: 1.573 / - / 0.18
met2: 40.93 / 2432 / 45
li1: - / 13670 / -
[cell type report]
cell class	count	area, um2	share of cell area, %
Sequential cell	1024	30750	50.32
Antenna cell	1	2.502	0.004095
Timing Repair Buffer	277	2387	3.907
Clock inverter	64	589.3	0.9645
Tap cell	1768	2212	3.620
Multi-Input combinational cell	2125	22330	36.54
Inverter	1	3.754	0.006143
Clock buffer	137	2833	4.636
[synthesized netlist by cell type, types with 9 or more instances]
master	number
mux4_2	470
a21oi_1	10
a22o_1	51
o221ai_1	27
o21ai_0	33
o22ai_1	79
mux2i_1	154
nor3_1	54
a22oi_1	18
buf_6	19
edfxtp_1	1024
a211oi_1	34
buf_4	39
a2111oi_1	21
buf_1	9
mux2_2	30
clkbuf_1	275
and2_1	996
nor2_1	35
buf_2	46
nor2b_1	15
[logic make-up after synthesis]
family | share of synthesized area, %
and+or+nand+nor | 12.97
buffers and inverters | 3.332
DFF | 56.72
AOI/OAI and AO/OA | 3.981
muxes | 22.99
other | 0.006917
[power groups by stage]
stage | registers [W] | clock network, W | logic (W)
4_1_cts | 0.00163 | 0.00129 | 0.000404
5_1_grt | 0.00164 | 0.00134 | 0.000425
6_report | 0.00163 | 0.00127 | 0.000406
[worst max-delay path, stage by stage]
cell             delay, ps
buf_8                  390
buf_4                  630
buf_4                  650
buf_4                  670
mux4_2                 350
nand2_1                 60
a32o_1                 360
nor4_1                 650
clkdlybuf4s50_1        600
[metrics by stage]
step | setup slack [ps] | total power (W) | hold WS, ps | util [%]
after floorplan | 17120 | 0.001882 | 6339 | -
after global placement | 14030 | 0.002056 | 7013 | 43.06
after detailed placement | 14060 | 0.002058 | 7012 | 43.06
after CTS | 14050 | 0.003323 | 6260 | 45.61
after global routing | 13880 | 0.003401 | 6287 | 45.61
final | 14220 | 0.003309 | 6324 | 45.61
No activity file was given, so power comes from the tool's default toggle rates.
