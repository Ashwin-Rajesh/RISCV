==> ./design.v <==
module alu(
    input signed[31:0]  in1,
    input signed[31:0]  in2,
    input[2:0]          alu_mode,
    input[1:0]          eval_mode,
    input               sign_ext,
    output reg[31:0]    out,
    output reg          eval_out
);
    wire[31:0]  add_in2 = (alu_mode == 1) ? ~in2 : in2;
    wire[32:0] add_out = 
        {(sign_ext ? in1[31]     : 1'b0), in1} + 
        {(sign_ext ? add_in2[31] : 1'b0), add_in2} + 
        (alu_mode == 1 ? 1'b1 : 1'b0);
    wire zero = (add_out == 0);
    wire neg  = add_out[32];
    always @(*) begin
        out = 0;
        case(alu_mode)
            0:
                out = add_out[31:0];
            1:
                out = add_out[31:0];
            2:
                out = in1 & in2;
            3:
                out = in1 | in2;
            4:
                out = in1 ^ in2;
            5:
                out = in1 << in2[4:0];
            6:
                out = in1 >> in2[4:0];
            7:
                out = in1 >>> in2[4:0];
        endcase        
    end
    always @(*) begin
        eval_out = 0;
        case(eval_mode)
            0:
                eval_out = zero;
            1:
                eval_out = ~zero;
            2:
                eval_out = neg;
            3:
                eval_out = ~neg;
        endcase
    end
endmodule
==> ./run.sh <==
#!/bin/bash
# OpenROAD 26Q1-2900-gdf79404cd8, Yosys 0.63+post, stock flow scripts
make -C /OpenROAD-flow-scripts/flow DESIGN_CONFIG=/design/flow/config.mk WORK_HOME=/design/flow/orfs finish
==> ./config.mk <==
export PLATFORM = sky130hd
export DESIGN_NAME = alu
export DESIGN_NICKNAME = alu
export VERILOG_FILES = /design/flow/design.v
export SDC_FILE = /design/flow/constraint.sdc
export NUM_CORES = 4
export LEC_CHECK = 1
export CORE_UTILIZATION = 30
==> ./constraint.sdc <==
current_design alu

set clk_period 22.8
set clk_io_pct 0.2

create_clock -name clk0 -period $clk_period

set non_clock_inputs [all_inputs -no_clocks]
set_input_delay [expr $clk_period * $clk_io_pct] -clock clk0 $non_clock_inputs
set_output_delay [expr $clk_period * $clk_io_pct] -clock clk0 [all_outputs]
==> flow_metrics.py <==
# Flow results
metrics = {
    "pwr": {
        "pwr-share-clk": 0,
        "p_sw_uw": 156,
        "swShare": 0.592,
        "pwr-share-seq": 0,
        "leakage_nw": 3.74,
        "p_int_uw": 108,
        "power_uw": 264,
        "power_frac_comb": 1.000,
        "powerDensity_nw_per_um2": 29.6,
        "peakVddDrop_mv": 0.0104,
    },
    "final_layout": {
        "flop_area_um2": 0,
        "area.growth.synth_to_final_pct": 15.6,
        "finish.utilization": 0.353,
        "drive_above_1_share": 0.0549,
        "n_fill_cell": 2714,
        "comb_area_um2": 7060,
        "ff_count": 0,
        "clock_buffers": 0,
    },
    "synthesis": {
        "synth_seq_share": 0,
        "synthCells": 1171,
        "synthMuxAreaShare": 0.141,
        "xor_share": 0.0712,
        "aoi_share": 0.343,
        "ys_types": 77,
        "synth_chip_area_um2": 7700,
        "avgSynthCellArea_um2": 6.57,
        "yosysWarnings": 1,
        "logic_family": "AND-OR/OR-AND gates",
        "syn_area_um2": 7700,
        "synth_adder_area_share": 0.164,
        "ys_cells": 1171,
        "synthSimpleGateAreaFrac": 0.198,
    },
    "timing": {
        "slew_violations": 0,
        "worst_pin_slew_ps": 882,
        "rsz0062_at_grt": "false",
        "relSlewSlack": 0.408,
        "period_used_share": 0.620,
        "final_hold_viol_count": 0,
        "max_freq_mhz": 70.8,
        "timing.final.ws_setup_ps": 8670,
        "final.setup.tns_ps": 0,
        "setup_viol": 0,
        "period_minus_slack_ps": 14130,
    },
    "worst_hold_path": {
        "hold-path-cell-count": 5,
        "hold_path_end": "eval_out",
        "min-delay-start": "eval_mode[0]",
        "hp-class": "primary input to output pin",
    },
    "run_status": {
        "outcome": "finished clean",
    },
    "setup_path": {
        "start_kind": "primary input",
        "path_depth": 17,
        "crit_fanout": 38,
        "critPathSlowestCell": "or4_1",
        "crit_family": "buffers and inverters",
        "critical_path_class": "primary input to output pin",
        "worstPathRequired_ps": 18240,
        "cpPeakStageDelay_ps": 590,
        "worstPathCellList": "clkdlybuf4s50_1, buf_4, nor3b_2, buf_4, xnor2_1, inv_1, fa_1, nand2b_1, a21oi_2, a2111oi_1, or4_1, nand2_1, xor2_1, o41a_1, a2111oi_2, nand3b_1, clkdlybuf4s50_1",
        "end_kind": "output pin",
        "worst-path-buf-inv": 5,
        "cp_data_arrival_time_ps": 9570,
    },
    "die": {
        "dieArea_um2": 26300,
        "num_rows": 58,
        "fp_util": 0.306,
        "die_h_um": 162,
        "ioPinCount": 103,
        "core_um2": 25200,
        "die_w_um": 162,
    },
    "drt": {
        "ant_nets": 0,
        "diodes": 0,
        "routed_via_density": 5.76,
        "wl_per_cell_um": 21.2,
        "dr_total_vias": 8829,
        "drt_first_iter_violations": 812,
        "drc": 0,
        "dr.pass1.iters": 6,
        "wl_um": 32500,
    },
    "global_routing": {
        "grt.total_usage": 0.247,
        "grt.overflow.total": 0,
        "grt_max_degree": 69,
        "grt_pass1_vias": 8164,
        "grt_pass1_wl_um": 49100,
        "antenna_found_initial": 2,
    },
    "place": {
        "portBuffers": 103,
        "pre_cts_ws_ps": 8720,
        "gp_congestion": 0.982,
        "dp_hpwl_um": 26500,
    },
    "clock_tree": {
        "ctsHoldBuffers": 0,
        "ctsResizeCount": 0,
        "cts_post_setup_buffers_inserted": 0,
    },
    "flow_run": {
        "max-cap-violations": 0,
        "warnings": 68,
    },
}
kinds of logic after synthesis:
kind of cell               after synthesis
AOI/OAI and AO/OA                      413
xor gates and xnor gates                61
adders and majority gates              100
buffers and inverters                  164
muxes                                   97
and+or+nand+nor                        336
worst max path at each step:
stage	slack, ps	end	start
CTS	8710	eval_out	alu_mode[2]
global route	8390	eval_out	alu_mode[2]
finish	8670	eval_out	alu_mode[2]
stage by stage:
| step | cells | hold slack [ps] | instance area (µm²) |
|---|---|---|---|
| 3_5_place_dp | 1533 | 10350 | 8900 |
| 3_3_place_gp | 1533 | 10330 | 8900 |
| 5_1_grt | 1533 | 10390 | 8900 |
| 6_report | 1533 | 10330 | 8900 |
| 4_1_cts | 1533 | 10350 | 8900 |
| 2_1_floorplan | 1171 | 9260 | 7700 |
power by group through the flow:
stage | Combinational (mW) | Clock (mW) | Sequential [mW]
final | 0.264 | 0 | 0
after global routing | 0.286 | 0 | 0
after CTS | 0.260 | 0 | 0
metal layers:
metal  track usage  up-vias  wire length (µm)
met4        0.0429        0               644
li1              -     4325                 -
met2         0.381      351             14300
met3        0.0263       33              2420
met1         0.373     4120             15100
met5             0        -                 0
cell type report:
class              instances  share of cell area
multi-input cells       1007               0.793
repair buffers           121               0.129
inverters                 75              0.0316
well taps                330              0.0464
synthesized netlist by cell type (6+ instances only):
| master | count | area share |
|---|---|---|
| ha_1 | 99 | 0.16 |
| nand3_1 | 11 | 0.0072 |
| buf_1 | 22 | 0.011 |
| o211ai_1 | 12 | 0.012 |
| and3_1 | 6 | 0.0049 |
| nand4_1 | 8 | 0.0065 |
| a21o_1 | 6 | 0.0059 |
| buf_2 | 13 | 0.0085 |
| nor2_1 | 119 | 0.058 |
| mux4_2 | 8 | 0.023 |
| or2_2 | 6 | 0.0049 |
| a21boi_0 | 15 | 0.015 |
| o22ai_1 | 16 | 0.013 |
| a31oi_1 | 20 | 0.016 |
| o21a_1 | 8 | 0.0078 |
| a21oi_1 | 106 | 0.069 |
| o22a_1 | 9 | 0.010 |
| a211oi_1 | 11 | 0.011 |
| nor3_1 | 15 | 0.0098 |
| xor2_1 | 16 | 0.018 |
| o21ai_0 | 125 | 0.081 |
| nor2b_1 | 6 | 0.0049 |
| nand2b_1 | 23 | 0.019 |
| clkbuf_1 | 50 | 0.024 |
| a221o_1 | 13 | 0.017 |
| a221oi_1 | 12 | 0.014 |
| inv_1 | 72 | 0.035 |
| xnor2_1 | 44 | 0.050 |
| o31ai_1 | 7 | 0.0068 |
| mux2i_1 | 78 | 0.10 |
| nand2_1 | 111 | 0.054 |
| and2_1 | 7 | 0.0057 |
| mux2_2 | 11 | 0.016 |
| nor3b_1 | 6 | 0.0059 |
placed cells by master (no fill, tap or decap), drive strengths merged, types with 7 or more instances in the layout:
cell	count
a221oi	12
and2	7
a221o	13
xor2	16
a21oi	111
xnor2	44
nand2b	23
mux4	8
o211ai	12
ha	99
buf	22
o22a	9
nor3	16
o21a	8
nand4	8
a211oi	11
inv	74
clkdlybuf4s50	99
nand2	111
mux2	11
o22ai	16
a31oi	20
a21boi	15
nand3	11
mux2i	78
o31ai	9
nor2	119
o21ai	127
No activity file was given, so power comes from the tool's default toggle rates.
